==> flow/design.v <==
module instmem(inst, inst_addr, pc, clk);
input clk;
input [31:0] pc;
output reg [31:0] inst;
output reg [31:0] inst_addr;
reg [31:0] meminst [127:0];
initial begin
    meminst[0] = 32'b0000000000000000000000000010000;
    meminst[1] = 32'b100011;
    meminst[2] = 32'b101011;
    meminst[3] = 32'b000100;
    meminst[4] = 32'b000101;
    meminst[5] = 32'b000000;
    meminst[6] = 32'b000000;
    end
always @(posedge clk)
    begin
        inst = meminst[pc];
    end
endmodule
==> flow/run.sh <==
#!/bin/bash
# OpenROAD 26Q1-2900-gdf79404cd8, Yosys 0.63+post, stock flow scripts
make -C /OpenROAD-flow-scripts/flow DESIGN_CONFIG=/design/flow/config.mk WORK_HOME=/design/flow/orfs finish
==> flow/config.mk <==
export PLATFORM = sky130hd
export DESIGN_NAME = instmem
export DESIGN_NICKNAME = instmem
export VERILOG_FILES = /design/flow/design.v
export SDC_FILE = /design/flow/constraint.sdc
export NUM_CORES = 4
export LEC_CHECK = 1
export CORE_AREA = 10 10 70 70
export DIE_AREA = 0 0 80 80
==> flow/constraint.sdc <==
current_design instmem

set clk_period 1.7
set clk_io_pct 0.2

create_clock -name clk0 -period $clk_period [get_ports {clk}]

set non_clock_inputs [all_inputs -no_clocks]
set_input_delay [expr $clk_period * $clk_io_pct] -clock clk0 $non_clock_inputs
set_output_delay [expr $clk_period * $clk_io_pct] -clock clk0 [all_outputs]
==> flow_summary_export.csv <==
group,metric,value,unit
run_status,status,"complete, no violations",
clock_network,clock_sinks,5,
detailed_routing,drt_iter0_markers,3,
cells_and_area,drive_above_1_share,8.14,%
place,portBuffers,9,
clock_network,numCtsBuffers,3,
detailed_routing,first_pass_iters,2,
clock_network,clkSlewWorstSetupHoldPaths,0.04,ns
logic_synthesis,synth_warnings,33,
floorplanning,die_y,80,µm
setup_path,worst_ep_arrival_time,1.01,ns
floorplanning,die_x,80,µm
setup_path,slowest_delay,0.46,ns
grt,grt_pass1_vias,365,
logic_synthesis,synthDistinctLibCells,9,
cells_and_area,syn2layout_area_growth,-7.63,%
detailed_routing,postRouteWirelength,1110,µm
floorplanning,core,3420,µm²
grt,grt_max_degree,6,
sta,fin_crit,1.35,ns
floorplanning,num_rows,21,
clock_network,cts_setup_buffers,0,
clock_network,cts_root_buf,"clkbuf_4",
clock_network,cts_max_path_buffers,2,
setup_path,critPathLaunchType,"flip-flop",
floorplanning,io_pins,97,
floorplanning,floorplan.core_util,18.2,%
setup_path,slowest_stage,"clkdlybuf4s50_1",
detailed_routing,vias_per_cell,2.20,
grt,grt_use_total,2.73,%
setup_path,cp_top_family,"buffers and inverters",
grt,antenna_found_initial,0,
sta,rsz0062_at_grt,"no",
detailed_routing,route.detailed.drc,0,
clock_network,ctsResizeCount,0,
setup_path,path_buffers,1,
logic_synthesis,yosys_area,623,µm²
sta,max_freq,0.740,GHz
cells_and_area,largest_reg_flops,5,
sta,hold_violations,0,
pwr,p_leak,0.325,nW
detailed_routing,antenna_cells,0,
detailed_routing,ant_nets,0,
cells_and_area,fill_cells,402,
logic_synthesis,ys_ff,5,
setup_path,crit_type,"flip-flop to primary output",
floorplanning,dieArea,6400,µm²
min_path,min_path_type,"input pin to flip-flop",
place,gp_congestion,0.750,
setup_path,critPathCaptureType,"primary output",
setup_path,cp_cell_sequence,"clkdlybuf4s50_1",
sta,setup-violations-final,0,
cells_and_area,fin_util,16.8,%
pwr,vdd_drop_max,0.0972,mV
cells_and_area,design_area,576,µm²
logic_synthesis,avgSynthCellArea,8.42,µm²
grt,gr-total-overflow,0,
pwr,cellPowerDensity,540,nW/µm²
cells_and_area,fin_cells,132,
logic_synthesis,synthCells,74,
place,post_dp_cell_area,549,µm²
run,maxCapViolCount,0,
detailed_routing,vias,290,
logic_synthesis,ys_cells,74,
grt,grt_pass1_wl,1500,µm
place,hpwl,1070,µm
logic_synthesis,netlist_area,623,µm²
sta,slew_viol_final,0,
clock_network,cts_tree,"yes",
sta,fin_tns_setup,0,ns
run,warnings,55,
clock_network,holdBufCountCts,0,
setup_path,worstPathRequired,1.36,ns
place,dpl.cell_count,128,
logic_synthesis,seq_area_frac_synth,16.1,%
sta,period_used_share,79.5,%
detailed_routing,wl_per_cell,8.41,µm
setup_path,path_max_fanout,2,
clock_network,htreeDepth,1,
sta,whs,0.735,ns
-- power breakdown --
part / internal (mW) / switching (mW)
logic: 0.0307 / 0.0177
clock network: 0.0885 / 0.0459
registers: 0.126 / 0.00208
-- cell usage in the layout, fill, tap and decap left out --
cell type | Yosys | layout
nor3b_1 | 1 | 1
clkdlybuf4s50_1 | 0 | 9
clkbuf_4 | 0 | 3
ha_1 | 2 | 2
nor3_1 | 1 | 1
inv_1 | 2 | 2
buf_4 | 59 | 1
mux2_2 | 2 | 2
dfxtp_1 | 5 | 5
and2b_2 | 1 | 1
clkbuf_1 | 0 | 1
conb_1 | 1 | 58
-- layer usage --
metal	wire length [µm]	global-route usage [%]	part of all wire, %	up-vias
met3	134	1.59	12	0
met5	0	0	0	-
met1	374	2.33	34	124
met2	601	5.14	54	33
met4	0	0.880	0	0
li1	-	-	-	133
-- synthesized netlist by cell type --
cell type  count  area, µm²
and2b_2        1       8.76
buf_4         59        443
conb_1         1       3.75
dfxtp_1        5        100
ha_1           2       25.0
inv_1          2       7.51
mux2_2         2       22.5
nor3_1         1       5.00
nor3b_1        1       7.51
-- logic make-up (layout without fill, tap and decap cells) --
logic type / Yosys count / after routing / share of synthesized area [%]
DFF: 5 / 5 / 16.1
other: 1 / 58 / 0.602
muxes: 2 / 2 / 3.61
and+or+nand+nor: 3 / 3 / 3.41
adders and majority gates: 2 / 2 / 4.02
buffers and inverters: 61 / 16 / 72.3
-- path summary, 6_finish.rpt --
| check | startpoint | endpoint | depth (start not counted) |
|---|---|---|---|
| worst max-delay path | inst[1] | inst[1] | 1 |
| worst min-delay path | pc[1] | inst[4] | 2 |
-- through the flow --
stage / power [mW] / setup WS [ns]
after detailed placement: 0.184 / 0.124
after CTS: 0.326 / 0.322
final: 0.311 / 0.348
after global routing: 0.343 / 0.283
after floorplan: 0.235 / 0.692
after global placement: 0.184 / 0.124
-- layout make-up --
| cell class | instances | area, µm² | area share, % |
|---|---|---|---|
| multi-input combinational | 65 | 287 | 49.8 |
| sequential | 5 | 100 | 17.4 |
| timing repair buffer | 10 | 97.6 | 17.0 |
| tap | 46 | 57.6 | 10.0 |
| clock buffer | 4 | 26.3 | 4.57 |
| inverter | 2 | 7.51 | 1.30 |
No activity file was given, so power comes from the tool's default toggle rates.
